--- flow/design.v ---
`timescale 1ns/1ps
module PixelSolver (
  input               io_cmd_valid,
  output reg          io_cmd_ready,
  input      [27:0]   io_cmd_payload_x,
  input      [27:0]   io_cmd_payload_y,
  output reg          io_rsp_valid,
  input               io_rsp_ready,
  output     [5:0]    io_rsp_payload_iteration,
  input               clk,
  input               reset
);
  wire       [55:0]   _zz_when_PixelSolver_l46;
  wire       [55:0]   _zz_when_PixelSolver_l46_1;
  wire       [35:0]   _zz_x;
  wire       [55:0]   _zz_x_1;
  wire       [55:0]   _zz_x_2;
  wire       [55:0]   _zz_x_3;
  wire       [47:0]   _zz_x_4;
  wire       [36:0]   _zz_y;
  wire       [55:0]   _zz_y_1;
  wire       [55:0]   _zz_y_2;
  wire       [46:0]   _zz_y_3;
  reg        [27:0]   x;
  reg        [27:0]   y;
  reg        [5:0]    iteration;
  wire       [55:0]   xx;
  wire       [55:0]   yy;
  wire       [55:0]   xy;
  wire                when_PixelSolver_l46;
  assign _zz_when_PixelSolver_l46 = 56'h00040000000000;
  assign _zz_when_PixelSolver_l46_1 = ($signed(xx) + $signed(yy));
  assign _zz_x = (_zz_x_1 >>> 20);
  assign _zz_x_1 = ($signed(_zz_x_2) + $signed(_zz_x_3));
  assign _zz_x_2 = ($signed(xx) - $signed(yy));
  assign _zz_x_4 = ({20'd0,io_cmd_payload_x} <<< 20);
  assign _zz_x_3 = {{8{_zz_x_4[47]}}, _zz_x_4};
  assign _zz_y = (_zz_y_1 >>> 19);
  assign _zz_y_1 = ($signed(xy) + $signed(_zz_y_2));
  assign _zz_y_3 = ({19'd0,io_cmd_payload_y} <<< 19);
  assign _zz_y_2 = {{9{_zz_y_3[46]}}, _zz_y_3};
  assign xx = ($signed(x) * $signed(x));
  assign yy = ($signed(y) * $signed(y));
  assign xy = ($signed(x) * $signed(y));
  always @(*) begin
    io_cmd_ready = 1'b0;
    if(io_cmd_valid) begin
      if(when_PixelSolver_l46) begin
        if(io_rsp_ready) begin
          io_cmd_ready = 1'b1;
        end
      end
    end
  end
  always @(*) begin
    io_rsp_valid = 1'b0;
    if(io_cmd_valid) begin
      if(when_PixelSolver_l46) begin
        io_rsp_valid = 1'b1;
      end
    end
  end
  assign io_rsp_payload_iteration = iteration;
  assign when_PixelSolver_l46 = (($signed(_zz_when_PixelSolver_l46) <= $signed(_zz_when_PixelSolver_l46_1)) || (iteration == 6'h3f));
  always @(posedge clk or posedge reset) begin
    if(reset) begin
      x <= 28'h0;
      y <= 28'h0;
      iteration <= 6'h0;
    end else begin
      if(io_cmd_valid) begin
        if(when_PixelSolver_l46) begin
          if(io_rsp_ready) begin
            x <= 28'h0;
            y <= 28'h0;
            iteration <= 6'h0;
          end
        end else begin
          x <= _zz_x[27:0];
          y <= _zz_y[27:0];
          iteration <= (iteration + 6'h01);
        end
      end
    end
  end
endmodule
--- flow/run.sh ---
#!/bin/bash
# OpenROAD 26Q1-2900-gdf79404cd8, Yosys 0.63+post, stock flow scripts
make -C /OpenROAD-flow-scripts/flow DESIGN_CONFIG=/design/flow/config.mk WORK_HOME=/design/flow/orfs finish
--- flow/config.mk ---
export PLATFORM = sky130hd
export DESIGN_NAME = PixelSolver
export DESIGN_NICKNAME = PixelSolver
export VERILOG_FILES = /design/flow/design.v
export SDC_FILE = /design/flow/constraint.sdc
export NUM_CORES = 4
export LEC_CHECK = 1
export CORE_UTILIZATION = 40
--- flow/constraint.sdc ---
current_design PixelSolver

set clk_period 28.2
set clk_io_pct 0.2

create_clock -name clk0 -period $clk_period [get_ports {clk}]

set non_clock_inputs [all_inputs -no_clocks]
set_input_delay [expr $clk_period * $clk_io_pct] -clock clk0 $non_clock_inputs
set_output_delay [expr $clk_period * $clk_io_pct] -clock clk0 [all_outputs]
==> results.txt <==
fresh numbers from the pnr run: Layout Cells excl Fill 11264, Yosys cell types 82, setup violators final 0, FF-to-FF setup slack around 14 ns, cells in synth_stat.txt roughly 8700, CP max FO 30, total grt overflow 0, clock sinks slightly above 60, Seq/Total Area, Yosys 0.0189, synthesized cell area 82200 µm², Hold-fix buffers, CTS 0, Final Critical Period about 20 ns, Reg clk slew, reported paths 0.07 ns, Iteration-0 DRC Markers approximately 2300, Core Box Area 204000 µm², most used logic cell in the final layout inv_1, via/cell ratio ~5.0, Area growth syn-to-layout 4.75%, status finished clean, critical path startpoint category flip-flop, number of global-route vias before repair around 64000, TritonCTS clock tree yes, Slew headroom 0.175, total track usage 0.253, worst r2r dst y[20], die height between 400 and 500 µm, f_max between 50 and 60 MHz, post-synthesis chip area from yosys 82200 µm², worst slew pin tran around 1.2 ns, most frequent CP cell fa_1, CTS HTree Levels 3, wire per inst about 20 µm, I/O Buffers approximately 67, Worst Setup Path Type reg -> out, I/O Pins 68, #FFs+latches synth roughly 62, worst path required time approximately 23 ns, Worst setup EP type primary output, RSZ-0062 raised after global routing no, post-route cell area 86100 µm², Async SR Flop Fraction 1.00, total CTS buffers 9, DRT Pass-1 Iters 6, post-CTS setup buffers 0, total die size ~210000 µm², initial antenna violation count 5, Floorplan Utilization 0.402, Die X 455 µm, row count 166, largest net degree at the start of global routing a little over 50, ratio of cells with drive above 1 in the final layout 0.0261, first-pass GRT wire length around 370000 µm, Worst Hold Depth 1, placed cell count about 11000, Vias 56267, Final Max Slew Viols 0, hold slack final roughly 0.55 ns, OpenROAD warning count roughly 67, worst hold endpoint y[22], endpoints failing hold 0, hpwl dp 187000 µm, yosys warns 1, Post-Place Cell Area approximately 86000 µm², Hold WC Path Type reg -> reg, Top Layout Cells 2415 x inv_1, 2281 x fa_1, 1138 x nand2_1, clk latency late pin around 0.45 ns, number of gates resized after cts 0, clk root buf clkbuf_16, worst-case clock skew between 0.02 and 0.025 ns, Largest stage delay, worst path around 0.76 ns, Worst Path Arrival ~14 ns, Post-synth EDFFs 0, fin util 0.421, TNS Setup 0 ns, # DRC 0, most used flip-flop cell after synthesis dfrtp_1, Hold Path Origin y[22], final WL about 230000 µm, Slowest-stage cell, CP nor4_1, period utilization 0.698, R2R depth ~40, Post-Syn Area per Cell between 9 and 10 µm², Gate Count Post-Synth between 8000 and 9000, post-route antenna net violation count 0, RePlAce Congestion between 0.9 and 1, FF-to-FF Start y[6], Max-Cap Viols 0, Max Root-Sink Buffers 2
how the worst max path moves through the flow:
stage / from / end / slack, ns / cells past startpoint
after global routing: y[6] / io_rsp_valid / 7.51 / 40
final: y[6] / io_cmd_ready / 8.51 / 40
after CTS: y[6] / io_cmd_ready / 8.67 / 40
metal layers:
metal  share of wire  track usage  routed length [µm]
met2            0.48        0.395              110000
met1            0.35        0.317               80400
met3            0.12        0.122               27400
met4           0.047       0.0841               10700
met5         0.00050      0.00184                 114
cells in the mapped netlist (5+ instances only):
library cell | n | area share
o31ai_1 | 10 | 0.00091
clkbuf_1 | 331 | 0.015
a22o_1 | 55 | 0.0059
o211ai_1 | 13 | 0.0012
a221oi_1 | 6 | 0.00064
dfrtp_1 | 62 | 0.019
o21ai_0 | 85 | 0.0052
nand3_1 | 41 | 0.0025
nand2b_1 | 53 | 0.0040
inv_2 | 6 | 0.00027
a2111oi_0 | 7 | 0.00075
clkinv_1 | 5 | 0.00023
or2_2 | 14 | 0.0011
o2111ai_1 | 7 | 0.00075
and4_1 | 6 | 0.00064
a21oi_1 | 195 | 0.012
and3_1 | 30 | 0.0023
a31o_2 | 8 | 0.00085
o221ai_1 | 5 | 0.00053
ha_1 | 692 | 0.11
a211o_1 | 12 | 0.0013
nor2_1 | 210 | 0.0096
and2_1 | 376 | 0.029
a21o_1 | 85 | 0.0078
xor2_1 | 71 | 0.0076
fa_1 | 2281 | 0.56
xnor2_1 | 197 | 0.021
o21bai_1 | 33 | 0.0030
nor4_1 | 6 | 0.00046
o21a_1 | 25 | 0.0023
nand2_1 | 1138 | 0.052
a211oi_1 | 21 | 0.0019
inv_1 | 2416 | 0.11
a31oi_1 | 20 | 0.0015
nor2b_1 | 46 | 0.0035
buf_2 | 10 | 0.00061
a221o_1 | 5 | 0.00061
mux2i_1 | 7 | 0.00085
nor3_1 | 31 | 0.0019
nand4_1 | 22 | 0.0017
or3_1 | 9 | 0.00068
sequential cells by signal (all words and copies together) (netlist names):
register / count
x: 28
y: 28
iteration: 6
cells by family after synthesis:
group,count (synthesis),share of synthesized area
AND-OR/OR-AND,642,0.0525
XOR/XNOR,269,0.0288
adder cells (fa/ha/maj),2976,0.661
buffers and inverters,2775,0.127
flip-flops,62,0.0189
multiplexers,10,0.00126
AND/OR/NAND/NOR,1995,0.110
per-stage QoR:
| step | worst slack (ns) |
|---|---|
| after global routing | 7.51 |
| final | 8.51 |
| after detailed placement | 9.22 |
| after floorplan | 12.27 |
| after CTS | 8.67 |
| after global placement | 8.59 |
cell type report:
class                           count  area (µm²)
Antenna cell                        1        2.50
Clock buffer                       12         246
Clock inverter                      4        47.5
Fill cell                       19583      118000
Inverter                         2427        9110
Multi-Input combinational cell   5892       70200
Sequential cell                    62        1620
Tap cell                         2688        3360
Timing Repair Buffer              178        1500
worst max-delay path, delay by kind of cell, from the launching register on:
| kind | cells | cell delay, ns |
|---|---|---|
| adders and majority gates | 10 | 4.27 |
| buffers and inverters | 6 | 1.74 |
| AOI/OAI and AO/OA | 12 | 3.28 |
| xor gates and xnor gates | 2 | 0.59 |
| DFF | 1 | 0.43 |
| and+or+nand+nor | 10 | 3.25 |
